**design/flow/config.mk**
```make
export PLATFORM = sky130hd
export DESIGN_NAME = addresser
export DESIGN_NICKNAME = addresser
export VERILOG_FILES = /design/flow/design.v
export SDC_FILE = /design/flow/constraint.sdc
export NUM_CORES = 4
export LEC_CHECK = 1
export CORE_AREA = 10 10 94 94
export DIE_AREA = 0 0 104 104
```
**design/flow/constraint.sdc**
```tcl
current_design addresser

set clk_period 7.9
set clk_io_pct 0.2

create_clock -name clk0 -period $clk_period [get_ports {clk}]

set non_clock_inputs [all_inputs -no_clocks]
set_input_delay [expr $clk_period * $clk_io_pct] -clock clk0 $non_clock_inputs
set_output_delay [expr $clk_period * $clk_io_pct] -clock clk0 [all_outputs]
```
**design/flow/design.v**
```verilog
module addresser (
	input [13:0] cntr_in,
	input clk,
	input reset_n,
	output logic [10:0] addr
);
	logic [23:0] counter_input;
	assign counter_input = {10'd0 , cntr_in};  
	logic [23:0] acculator_out;
	always_ff @ (posedge clk, negedge reset_n) begin
		if (!reset_n) begin
			acculator_out <= 24'd0;
		end
		else begin
			acculator_out <= counter_input + acculator_out;
		end
	end
	assign addr = acculator_out [23:13];
endmodule
```
**design/flow/run.sh**
```bash
#!/bin/bash
# OpenROAD 26Q1-2900-gdf79404cd8, Yosys 0.63+post, stock flow scripts
make -C /OpenROAD-flow-scripts/flow DESIGN_CONFIG=/design/flow/config.mk WORK_HOME=/design/flow/orfs finish
```
==> results_dict.tcl <==
# place-and-route summary
set metrics [dict create \
    htreeDepth 1 \
    area_delta_synth_final_pct 21.1 \
    final_max_slew_viol_count 0 \
    power.density_mw_per_mm2 369 \
    synthFlopType "dfrtp_1" \
    cts_resized 0 \
    start_kind "input pin" \
    synth_seq_share_pct 37.4 \
    cts_tree "done" \
    drive_gt1_share_pct 10.7 \
    die_x_um 104 \
    placedCellCount 261 \
    total_leakage_power_nw 0.791 \
    cp_max_fo 5 \
    dpl.hpwl_um 2490 \
    registers.top_by_ff_count "acculator_out" \
    clock-sinks 24 \
    largest_registers "acculator_out: 24 flops" \
    fmaxAchievable_mhz 269 \
    min-delay-start "acculator_out[0]" \
    gp_congestion 0.838 \
    fp.coreArea_mm2 0.00683 \
    finalWirelength_um 3200 \
    finalSetupViolCount 0 \
    worstSkewPairLatency_ps 270 \
    final_antenna_net_count 0 \
    grt_pass1_vias 1149 \
    clkSlewWorstSetupHoldPaths_ps 90 \
    avgSynthCellArea_um2 10.3 \
    fin_cells 265 \
    hp-class "reg -> reg" \
    worst_pin_slew_ps 391 \
    wl_per_cell_um 12.1 \
    cts_root_buffer "clkbuf_8" \
    largest_register_ffs 24 \
    cp_data_required_time_ps 8050 \
    cts_setup_buffers 0 \
    synth.distinct_cells 37 \
    finalSetupTns_ps 0 \
    final_util_pct 28.4 \
    grt_max_degree 25 \
    critical_path_class "in -> reg" \
    power_mw 0.717 \
    die_h_um 104 \
    num_antenna_cells 0 \
    edf_count 0 \
    cp-end-kind "register" \
    startpoint "cntr_in[0]" \
    hold_viol 0 \
    warning_count 25 \
    fp_util_pct 23.5 \
    netlist_top_cells_count "24 x dfrtp_1, 14 x ha_1, 12 x buf_4, 12 x xnor2_1, 11 x nand2_1" \
    num_rows 30 \
    die_area_mm2 0.0108 \
    synthArstFlopShare_pct 100 \
    hold_buffers 0 \
    num_vias 1114 \
    clk_path_buf_depth 2 \
    relSlewSlack_pct 73.7 \
    ys_warn_count 1 \
    yosys_cells 155 \
    drc 0 \
    largest_area_cell "dfrtp_1" \
    top_area_share_pct 37.4 \
    ys_chip_area_mm2 0.00160 \
    cts_buffers 3 \
    initialDrtViolationCount 81 \
    port_buffers 26 \
    via_per_inst 4.20 \
    drtPass1Iterations 4 \
    grt_overflow 0 \
    fin_skew_ps 1.16 \
    area_leaders "dfrtp_1 37%, ha_1 11%, xnor2_1 6.6%, buf_4 5.6%, xor2_1 3.3%" \
    yosys.cell_count.top_type "dfrtp_1" \
    outcome "completed" \
    antenna_found_initial 0 \
    num_io_pins 27 \
    grt_setup_unrepaired "no" \
    min_period_ps 3710 \
    grtUsageTotal_pct 6.07 \
    syn-cell-area_mm2 0.00160 \
    critPathArrivalTime_ps 3870 \
    maxCapViolations 0 \
    r2r-start "acculator_out[0]" \
    ys_ff 24 \
    grt_pass1_wl_um 5570 \
    r2r_slack_ps 5550 \
    peakVddDrop_mv 0.164 \
    netlist_instances 155 \
    fin_crit_sh_pct 47.0 \
]
## routing by layer
metal / vias to the layer above / part of all wire, % / global-route usage [%] / wire length, um
li1: 572 / - / - / -
met1: 513 / 50 / 8.58 / 1590
met2: 29 / 45 / 9.50 / 1430
met3: 0 / 5.5 / 1.69 / 176
met4: 0 / 0 / 0.298 / 0
met5: - / 0 / 0 / 0
## worst paths after layout
check,endpoint,cells past startpoint
setup / recovery,acculator_out[12],9
hold / removal,acculator_out[0],1
setup reg to reg,acculator_out[12],8
hold reg to reg,acculator_out[0],1
max in group asynchronous,acculator_out[14],2
min in group asynchronous,acculator_out[10],2
## worst max-delay path, cell delays in order
cell and delay (ps):
clkdlybuf4s50_1 400, ha_1 220, fa_1 430, a211oi_1 260
nor2_1 100, o31a_1 320, o21ai_0 260, o21ai_0 140
xor2_1 150
## placed cells by master (no fill, tap or decap), types with 3 or more instances in the layout
cell type,instances
dfrtp_1,24
nand3_2,4
a21oi_1,6
xor2_1,6
a21oi_2,5
nand2_1,11
nand4_1,3
clkdlybuf4s50_1,26
a211oi_1,3
ha_1,14
nor2_1,6
o21a_1,3
a21o_1,5
clkbuf_8,3
nand2b_1,5
o31a_1,3
xnor2_1,12
o21ai_0,6
and3_1,3
## logic make-up after synthesis
logic type	synth area share, %
AND-OR/OR-AND	18.5
XOR/XNOR	9.83
adder cells (fa/ha/maj)	12.2
buffers and inverters	7.49
flip-flops	37.4
multiplexers	0.624
AND/OR/NAND/NOR	14.0
## report_power, final
part	total [mW]	internal (mW)	leakage [nW]	switching (mW)
Clock	0.110	0.0678	0.0357	0.0419
Combinational	0.396	0.195	0.465	0.201
Sequential	0.211	0.180	0.290	0.0317
Total	0.717	0.442	0.791	0.275
## area by class of cell
cell class / count / area (um2)
tap: 96 / 120
clock inverter: 1 / 30.0
multi-input combinational: 114 / 883
sequential: 24 / 601
fill: 745 / 4890
timing repair buffer: 27 / 268
clock buffer: 3 / 41.3
## stage by stage
stage / hold WS (ps) / area (um2) / worst slack (ps)
after floorplan: 443 / 1600 / 4540
after global placement: 453 / 1870 / 4000
after detailed placement: 460 / 1870 / 3920
after CTS: 483 / 1940 / 4190
after global routing: 499 / 1940 / 4040
final: 475 / 1940 / 4190
No activity file was given, so power comes from the tool's default toggle rates.
