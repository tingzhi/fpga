==> flow/design.v <==
module disp_cntr (
	input up_down_n,
	input cntr_en,
	input clk,
	input reset_n,
	input carry_in,
	input sub_in,
	output carry_out,
	output sub_out,
	output logic [3:0] bcd
);
	always_ff @ (posedge clk, negedge reset_n) begin
		if (!reset_n)
			bcd <= 4'b0000;
		else if (carry_in ==1'b1 && bcd == 4'h9 && up_down_n == 1'b1 && cntr_en == 1'b1) begin
			bcd <= 4'b0000;
		end
		else if (sub_in == 1'b1 && bcd == 4'h0 && up_down_n == 1'b0 && cntr_en == 1'b1) begin
			bcd <= 4'b1001;
		end		
		else if (carry_in == 1'b1 && up_down_n == 1'b1 && cntr_en == 1'b1) begin
			bcd ++;
		end
		else if (sub_in == 1'b1 && up_down_n == 1'b0 && cntr_en == 1'b1) begin
			bcd --;
		end
		else
			bcd <= bcd;
	end
	assign carry_out = (bcd == 4'h9 && carry_in == 1'b1) ? 1'b1 : 1'b0;
	assign sub_out = (bcd == 4'h0 && sub_in == 1'b1) ? 1'b1 : 1'b0;
endmodule
==> flow/run.sh <==
#!/bin/bash
# OpenROAD 26Q1-2900-gdf79404cd8, Yosys 0.63+post, stock flow scripts
make -C /OpenROAD-flow-scripts/flow DESIGN_CONFIG=/design/flow/config.mk WORK_HOME=/design/flow/orfs finish
==> flow/config.mk <==
export PLATFORM = sky130hd
export DESIGN_NAME = disp_cntr
export DESIGN_NICKNAME = disp_cntr
export VERILOG_FILES = /design/flow/design.v
export SDC_FILE = /design/flow/constraint.sdc
export NUM_CORES = 4
export LEC_CHECK = 1
export CORE_AREA = 10 10 70 70
export DIE_AREA = 0 0 80 80
==> flow/constraint.sdc <==
current_design disp_cntr

set clk_period 1.9
set clk_io_pct 0.2

create_clock -name clk0 -period $clk_period [get_ports {clk}]

set non_clock_inputs [all_inputs -no_clocks]
set_input_delay [expr $clk_period * $clk_io_pct] -clock clk0 $non_clock_inputs
set_output_delay [expr $clk_period * $clk_io_pct] -clock clk0 [all_outputs]
==> results_tabular.tex <==
% Synthesis and place-and-route results
\begin{tabular}{lr}
\hline
Metric & Value \\
\hline
\multicolumn{2}{l}{\textbf{Place}} \\
\quad PortBufs & 11 \\
\quad Final HPWL from detailed placement & 703 um \\
\quad Final GP Congestion & 0.779 \\
\quad Worst setup slack after placement & -0.0982 ns \\
\quad DP Cell Count & 96 \\
\multicolumn{2}{l}{\textbf{Clock tree}} \\
\quad CTS tree & done \\
\quad Source-to-sink clock delay at the later pin of the worst-skew pair & 0.24 ns \\
\quad Number of buffers inserted by hold repair at cts & 0 \\
\quad Number of buffers inserted during clock tree synthesis & 3 \\
\quad Htree depth & 1 \\
\quad Clock Pin Slew Worst Setup and Hold Paths & 0.04 ns \\
\quad Clock root buffer & clkbuf\_4 \\
\quad Count of clock tree sinks & 4 \\
\quad Maximum clock insertion buffer count & 2 \\
\multicolumn{2}{l}{\textbf{Floorplanning}} \\
\quad Std cell rows & 21 \\
\quad Vertical extent of the die & 80 um \\
\quad Chip area & 6400 um2 \\
\quad Number of top-level pins & 12 \\
\quad Fp util & 9.56\% \\
\quad Die X & 80 um \\
\quad Core area & 3420 um2 \\
\multicolumn{2}{l}{\textbf{Drt}} \\
\quad Detail-routed via count per cell & 3.29 \\
\quad Final antenna diode count & 0 \\
\quad Detailed-routing iteration count for the pre-antenna-repair pass & 4 \\
\quad Starting DRT DRC Count & 21 \\
\quad Antenna-violating nets left & 0 \\
\quad Average detailed-routed wire length per instance & 8.88 um \\
\quad Via count & 336 \\
\quad Wire length after detailed routing & 906 um \\
\quad \# DRC & 0 \\
\multicolumn{2}{l}{\textbf{Power and ir drop}} \\
\quad Part of the power in registers & 24.5\% \\
\quad Part of the total power dissipated in the clock network & 14.2\% \\
\quad Switching pwr & 0.273 mW \\
\quad Leak Pwr & 0.253 nW \\
\quad Internal Pwr Total & 0.493 mW \\
\quad Peak supply drop & 0.234 mV \\
\quad Areal power density over the cells & 1300 nW/um2 \\
\quad Proportion of total power due to net switching & 35.7\% \\
\quad Fraction of power consumed by combinational cells & 61.3\% \\
\multicolumn{2}{l}{\textbf{Final layout}} \\
\quad Growth of design area from synthesis to finish & 80.8\% \\
\quad Largest regs & bcd (4) \\
\quad Fraction of layout cells with a size suffix above 1 & 32.1\% \\
\quad Filler-free cell count of the finished design & 102 \\
\quad Number of flip-flops under the largest register name & 4 \\
\quad FILL cells & 384 \\
\quad Largest register by flop count & bcd \\
\multicolumn{2}{l}{\textbf{Critical path}} \\
\quad Max incr delay on CP & 0.42 ns \\
\quad Crit-path cells & buf\_4 > nor4bb\_4 > and2\_1 > dlygate4sd2\_1 \\
\quad Crit Path Max Fanout & 3 \\
\quad Arrival time worst endpoint & 1.44 ns \\
\quad Worst path required time & 1.52 ns \\
\quad Path type of the worst setup path & reg2out \\
\quad Endpoint type of the worst setup path & output port \\
\quad Master of the slowest instance on the critical path & dfrtp\_2 \\
\quad Element type at the critical path start & flop \\
\multicolumn{2}{l}{\textbf{Global routing}} \\
\quad Largest net degree at the start of global routing & 6 \\
\quad Initial antenna violation count & 0 \\
\quad Global Route Usage Sum & 2.67\% \\
\quad Via count of the first global-routing pass & 334 \\
\quad Remaining Overflow, GRT & 0 \\
\quad Global-route wire length before repair & 1460 um \\
\multicolumn{2}{l}{\textbf{Logic synthesis}} \\
\quad Post-synthesis cell type with the largest combined area & dfrtp\_1 \\
\quad Leading post-synthesis cells by instance count & dfrtp\_1, and2\_1, inv\_1 \\
\quad Syn avg cell area & 9.60 um2 \\
\quad Cell Area, Synth & 327 um2 \\
\quad Yosys Instances & 34 \\
\quad Cell count after synthesis & 34 \\
\quad Chip area from the yosys synthesis statistics & 327 um2 \\
\quad Distinct cell type count of the synthesized netlist & 23 \\
\quad Most popular library cell in the synthesized design by count & dfrtp\_1 \\
\quad Commonest flop & dfrtp\_1 \\
\quad Top post-synthesis cells by area & dfrtp\_1, ha\_1, nor4bb\_4, fa\_1, and2\_1 \\
\quad Area share, top type & 30.7\% \\
\quad Number of warning messages in the yosys log & 1 \\
\quad Sequential cell area fraction in the yosys report & 30.7\% \\
\quad Proportion of synthesized flip-flops having asynchronous set or reset & 100\% \\
\quad Number of flops mapped to enable cells by yosys & 0 \\
\quad Count of state elements after synthesis & 4 \\
\multicolumn{2}{l}{\textbf{STA}} \\
\quad Accumulated negative setup slack & 0 ns \\
\quad Unrepaired setup endpoints after global routing & false \\
\quad Final-report hold violation count & 0 \\
\quad Count of final max-slew check failures & 0 \\
\quad Max\_slew headroom & 83.8\% \\
\quad Worst hold slack across all endpoints & 0.337 ns \\
\quad Max Clk Rate & 0.549 GHz \\
\quad Measured slew at the worst slew-check pin & 0.243 ns \\
\quad Worst setup margin & 0.0780 ns \\
\quad Clock Skews & 0.00708 ns \\
\quad Final setup violation count & 0 \\
\quad Time the final worst path needs with I/O delays and setup & 1.82 ns \\
\quad Share of the clock period used by the worst path & 95.9\% \\
\multicolumn{2}{l}{\textbf{Flow run}} \\
\quad Number of warning messages in the logs & 25 \\
\quad Max capacitance violation total & 0 \\
\multicolumn{2}{l}{\textbf{Run status}} \\
\quad Run status & finished, final reports clean \\
\multicolumn{2}{l}{\textbf{Worst hold path}} \\
\quad Min-delay worst type & in2async \\
\hline
\end{tabular}
==> power by group through the flow <==
stage                 logic [mW]  clock network [mW]  registers, mW
final                      0.470               0.109          0.188
after global routing       0.518               0.121          0.194
after CTS                  0.474               0.115          0.187
==> cells in the final DEF (no fill, tap or decap), drive strengths merged, types with 2 or more instances in the layout <==
master	netlist	final
a21oi	2	2
clkdlybuf4s50	0	9
dfrtp	4	4
buf	0	8
clkbuf	0	3
inv	4	4
nand3	2	2
dlygate4sd2	0	2
and2	3	3
ha	2	2
nand2	2	2
o21ai	3	3
nor2	2	2
==> worst max-delay path, delay by kind of cell (launching register included) <==
family	cells	cell delay, ns
and+or+nand+nor	2	0.43
buffers and inverters	2	0.34
DFF	1	0.42
==> path summary, 6_finish.rpt <==
check | startpoint | end | slack, ns | depth (start not counted)
hold / removal | reset_n | bcd[3] | 0.34 | 1
hold reg to reg | bcd[0] | bcd[0] | 0.66 | 2
min in group clk0 | bcd[0] | bcd[0] | 0.66 | 2
max in group asynchronous | reset_n | bcd[2] | 1.39 | 1
setup reg to reg | bcd[2] | bcd[3] | 0.19 | 7
setup / recovery | bcd[2] | carry_out | 0.08 | 4
==> kinds of logic after synthesis <==
family | share of synthesized area (%)
AND-OR/OR-AND | 17.2
adder cells (fa/ha/maj) | 13.8
buffers and inverters | 4.60
AND/OR/NAND/NOR | 28.4
flip-flops | 30.7
XOR/XNOR | 5.36
==> final cells by class <==
cell class                 instances  area, um2  area share [%]
multi-input combinational         26        226            38.3
timing repair buffer              19        168            28.4
sequential                         4        101            17.2
tap                               46       57.6            9.75
clock buffer                       3       22.5            3.81
inverter                           4       15.0            2.54
==> per-layer routing <==
metal	vias to the layer above	routed length (um)	GRT usage, %
met5	-	0	0
met4	0	27	1.23
met3	2	78	0.909
met2	13	412	4.41
met1	155	388	3.02
li1	166	-	-
==> stage by stage <==
stage,area (um2),util [%],power (mW)
floorplan,327,-,0.383
finish,591,17.3,0.766
CTS,591,17.3,0.776
detailed placement,532,15.6,0.592
global placement,532,15.6,0.587
global route,591,17.3,0.834
==> timing repair <==
item,4_1_cts,5_1_grt
setup endpoints to repair,2,0
setup buffers,3,0
resized,5,0
Power figures rest on the tool's default switching activity, not on a simulated workload.
