==> flow/run.sh <==
#!/bin/bash
# OpenROAD 26Q1-2900-gdf79404cd8, Yosys 0.63+post, stock flow scripts
make -C /OpenROAD-flow-scripts/flow DESIGN_CONFIG=/design/flow/config.mk WORK_HOME=/design/flow/orfs finish
==> flow/constraint.sdc <==
current_design cntr

set clk_period 4.8
set clk_io_pct 0.2

create_clock -name clk0 -period $clk_period [get_ports {clk}]

set non_clock_inputs [all_inputs -no_clocks]
set_input_delay [expr $clk_period * $clk_io_pct] -clock clk0 $non_clock_inputs
set_output_delay [expr $clk_period * $clk_io_pct] -clock clk0 [all_outputs]
==> flow/config.mk <==
export PLATFORM = sky130hd
export DESIGN_NAME = cntr
export DESIGN_NICKNAME = cntr
export VERILOG_FILES = /design/flow/design.v
export SDC_FILE = /design/flow/constraint.sdc
export NUM_CORES = 4
export LEC_CHECK = 1
export CORE_AREA = 10 10 87 87
export DIE_AREA = 0 0 97 97
==> flow/design.v <==
module cntr (
	input direction,
	input enable,
	input clk,
	input reset_n,
	output logic [13:0] count
);
	always_ff @ (posedge clk, negedge reset_n) begin
		if (!reset_n)
			count <= 14'd1000;
		else if (count == 14'd9999 && enable == 1'b1 && direction == 1'b1)
			count <= 14'd9999;
		else if (count == 14'd0 && enable == 1'b1 && direction == 1'b0)
			count <= 14'd0;
		else if (enable == 1'b1 && direction == 1'b1)
			count ++;
		else if (enable == 1'b1 && direction == 1'b0)
			count --;
		else
			count <= count;
	end
endmodule
==> results_tabular.tex <==
% Yosys + OpenROAD metrics
\begin{tabular}{lr}
\hline
Metric & Value \\
\hline
\multicolumn{2}{l}{\textbf{Status}} \\
\quad Status & finished clean \\
\multicolumn{2}{l}{\textbf{Pwr}} \\
\quad Leakage Power & 0.668 nW \\
\quad Worst-case vdd ir drop & 0.000277 V \\
\quad Power density of the placed cells & 706 mW/mm\^{}2 \\
\multicolumn{2}{l}{\textbf{Timing}} \\
\quad Clock period minus final worst setup slack & 3.74 ns \\
\quad Period utilisation layout & 0.780 \\
\quad Total negative slack & 0 ns \\
\quad Final tally of hold violations & 0 \\
\quad Final worst-path setup slack & 1.06 ns \\
\quad Max Clock Freq & 267 MHz \\
\quad Final Setup Violations & 0 \\
\quad Final clock skew & 0.00237 ns \\
\quad RSZ-0062 raised after global routing & no \\
\quad Measured slew at the worst slew-check pin & 0.646 ns \\
\quad Pins Over Slew Limit & 0 \\
\quad Headroom to the max-slew limit & 0.568 \\
\multicolumn{2}{l}{\textbf{CTS}} \\
\quad CTS H-tree lvls & 1 \\
\quad Number of buffers created by CTS & 3 \\
\quad Clock Pin Slew Worst Setup and Hold Paths & 0.07 ns \\
\quad Clock tree from TritonCTS & done \\
\quad Number of hold buffers added after cts & 0 \\
\quad Sinks on Clock Net & 14 \\
\quad Buffer cell driving the clock tree root & sky130\_fd\_sc\_hd\_\_clkbuf\_8 \\
\quad Clock buffer depth & 2 \\
\quad Postcts setup bufs & 0 \\
\quad Post-cts sizing count & 0 \\
\quad Skew-Pair Late Insertion Delay & 0.25 ns \\
\multicolumn{2}{l}{\textbf{Logic synthesis}} \\
\quad Distinct cell type count after synthesis & 44 \\
\quad Top post-synthesis cells by count & sky130\_fd\_sc\_hd\_\_inv\_1 (18), sky130\_fd\_sc\_hd\_\_ha\_1 (13), sky130\_fd\_sc\_hd\_\_nand2\_1 (9) \\
\quad Area contributors post-synth & sky130\_fd\_sc\_hd\_\_dfrtp\_1 (16\%), sky130\_fd\_sc\_hd\_\_ha\_1 (13\%), sky130\_fd\_sc\_hd\_\_dfstp\_2 (12\%) \\
\quad Number of storage elements in the synthesis netlist & 14 \\
\quad Summed standard-cell area reported by yosys & 0.00128 sq mm \\
\quad Top\_reg\_cell synth & sky130\_fd\_sc\_hd\_\_dfrtp\_1 \\
\quad Post-synth tally of flip-flops with integrated enable & 0 \\
\quad Cell type contributing the most total cell area after synthesis & sky130\_fd\_sc\_hd\_\_dfrtp\_1 \\
\quad Share of flip-flops with an asynchronous set or reset after synthesis & 1.00 \\
\quad Sequential cell area fraction in the yosys report & 0.279 \\
\quad Yosys synthesis warning count & 1 \\
\quad Number of cells in the yosys synthesis report & 143 \\
\quad Cell count after synthesis & 143 \\
\quad Most frequently used cell type in the post-synthesis netlist & sky130\_fd\_sc\_hd\_\_inv\_1 \\
\quad Top cell type's share of synthesized area & 0.156 \\
\quad Netlist area before placement & 0.00128 sq mm \\
\quad Average cell area after synthesis & 8.98 sq um \\
\multicolumn{2}{l}{\textbf{Setup path}} \\
\quad CP Capture Type & flip-flop \\
\quad Endpoint of the worst-slack reg-to-reg timing path & count[13] \\
\quad Kind of start point of the critical path & input pin \\
\quad Data arrival at the endpoint of the critical path & 3.88 ns \\
\quad Slowest stage delay, CP & 0.60 ns \\
\quad End point of the critical path & count[13] \\
\quad Standard cell with the maximum stage delay on the critical path & sky130\_fd\_sc\_hd\_\_ha\_1 \\
\quad Worst reg2reg setup slack & 2.49 ns \\
\quad Cells on worst reg2reg path & 7 \\
\quad Launching point of the worst reg2reg path & count[3] \\
\quad Worst-path fanout max & 18 \\
\quad Worst setup path category & input pin to flip-flop \\
\quad CP required & 4.94 ns \\
\quad Launch point of the worst path & enable \\
\quad Critical-path cell list & clkdlybuf4s50\_1 -> buf\_4 -> nand2\_1 -> ha\_1 -> nand4\_1 -> o31ai\_4 -> nand3\_2 -> a31o\_1 -> a221o\_1 \\
\multicolumn{2}{l}{\textbf{Finish}} \\
\quad Area of all sequential standard cells & 358 sq um \\
\quad Area growth, synth to finish & 21.7\% \\
\quad Combinational gate area & 815 sq um \\
\quad Top Registers & count: 14 flops \\
\quad Non-filler instance count after layout & 232 \\
\quad Most flops, register & count \\
\quad Largest register FFs & 14 \\
\quad Fraction of layout instances using a drive strength above 1 & 0.113 \\
\quad Filler Cells Inserted & 591 \\
\multicolumn{2}{l}{\textbf{Die}} \\
\quad Vertical extent of the die & 97 microns \\
\quad Die outline width & 97 microns \\
\quad Total I/O pin count & 18 \\
\quad Fraction of the core area occupied by cells at floorplan & 0.228 \\
\quad Area of the placeable core & 0.00564 sq mm \\
\quad Site row count & 27 \\
\quad Chip footprint & 0.00941 sq mm \\
\multicolumn{2}{l}{\textbf{Job}} \\
\quad Log Warnings & 26 \\
\quad Number of max-capacitance violations reported & 0 \\
\multicolumn{2}{l}{\textbf{Route}} \\
\quad Detailed Route Iter0 Violations & 59 \\
\quad Drt total wl & 3.16 mm \\
\quad Wire per inst & 13.6 microns \\
\quad Vias per inst & 4.87 \\
\quad Post-route ant nets & 0 \\
\quad Detailed-route via count & 1130 \\
\quad Pre-antenna DRT Iters & 4 \\
\quad DR DRC count & 0 \\
\quad Diode insertion count for antenna repair & 0 \\
\multicolumn{2}{l}{\textbf{Placed design}} \\
\quad Final weighted congestion in routability-driven placement & 0.916 \\
\quad Post-Place Setup Slack & 0.825 ns \\
\quad Port Buffers & 17 \\
\quad Instance count after placement with tap cells included & 228 \\
\quad Final HPWL DP & 2.39 mm \\
\multicolumn{2}{l}{\textbf{GRT}} \\
\quad Congestion Overflow GR & 0 \\
\quad Wire length of the first global-routing pass & 5.53 mm \\
\quad Overall routing resource usage & 0.0676 \\
\quad Antenna violations before repair & 0 \\
\quad Pin count of the biggest net entering global routing & 19 \\
\quad Via count of the first global-routing pass & 1115 \\
\multicolumn{2}{l}{\textbf{Hold path}} \\
\quad Tightest Hold Check Type & flip-flop to flip-flop \\
\hline
\end{tabular}
cell type report:
class / count / area share
Timing Repair Buffer: 18 / 0.114
Sequential cell: 14 / 0.229
Tap cell: 72 / 0.0576
Inverter: 18 / 0.0432
Multi-Input combinational cell: 106 / 0.521
Clock buffer: 4 / 0.0352
critical path, delay by kind of cell:
family | cells | cell delay, ns
adder cells (fa/ha/maj) | 1 | 0.60
AND/OR/NAND/NOR | 3 | 0.73
AND-OR/OR-AND | 3 | 0.89
buffers and inverters | 2 | 0.69
stage by stage:
step | instance area [sq um] | total power, W | util | hold slack (ns)
6_report | 1560 | 0.00110 | 0.277 | 0.501
5_1_grt | 1560 | 0.00122 | 0.277 | 0.512
4_1_cts | 1560 | 0.00111 | 0.277 | 0.500
3_5_place_dp | 1510 | 0.000985 | 0.267 | 0.490
3_3_place_gp | 1510 | 0.000993 | 0.267 | 0.494
2_1_floorplan | 1280 | 0.000764 | - | 0.465
power by group:
part	total, W	internal, W	switching [W]	leakage, nW
Sequential	0.000275	0.000197	0.0000781	0.159
Clock	0.000122	0.0000728	0.0000487	0.0288
Combinational	0.000707	0.000362	0.000344	0.480
Total	0.00110	0.000632	0.000471	0.668
worst min path at each step:
stage                      end      from  slack, ns  cells past startpoint
after CTS             count[7]  count[7]       0.50                      2
after global routing  count[7]  count[7]       0.51                      2
final                 count[6]  count[6]       0.50                      2
layer usage:
metal	share of wire	GRT usage	vias up	wire [microns]
met5	0	0	-	0
met4	0.0086	0.00564	0	27
met3	0.082	0.0244	2	260
met2	0.43	0.0971	29	1350
met1	0.48	0.0977	529	1520
li1	-	-	570	-
cells in the final DEF (no fill, tap or decap), types with 2 or more instances in the layout:
| cell type | count |
|---|---|
| sky130_fd_sc_hd__a21o_1 | 7 |
| sky130_fd_sc_hd__a21oi_1 | 8 |
| sky130_fd_sc_hd__a31oi_1 | 2 |
| sky130_fd_sc_hd__and3_1 | 2 |
| sky130_fd_sc_hd__clkbuf_8 | 4 |
| sky130_fd_sc_hd__clkdlybuf4s50_1 | 17 |
| sky130_fd_sc_hd__dfrtp_1 | 8 |
| sky130_fd_sc_hd__dfstp_2 | 6 |
| sky130_fd_sc_hd__ha_1 | 13 |
| sky130_fd_sc_hd__inv_1 | 18 |
| sky130_fd_sc_hd__nand2_1 | 9 |
| sky130_fd_sc_hd__nand3_1 | 4 |
| sky130_fd_sc_hd__nand4_1 | 4 |
| sky130_fd_sc_hd__nor2_1 | 5 |
| sky130_fd_sc_hd__nor3_1 | 2 |
| sky130_fd_sc_hd__nor4_1 | 2 |
| sky130_fd_sc_hd__o2111ai_1 | 2 |
| sky130_fd_sc_hd__o211ai_1 | 2 |
| sky130_fd_sc_hd__o21ai_0 | 3 |
| sky130_fd_sc_hd__o221ai_1 | 6 |
| sky130_fd_sc_hd__o22ai_1 | 6 |
| sky130_fd_sc_hd__xnor2_1 | 4 |
| sky130_fd_sc_hd__xor2_1 | 6 |
cell families after synthesis:
| family | synth area share |
|---|---|
| simple gates | 0.152 |
| compound gates | 0.272 |
| buf+inv | 0.0867 |
| flops | 0.279 |
| fa+ha+maj | 0.142 |
| xor+xnor | 0.0682 |
Power and IR drop assume default switching activity.
